==> design.v <==
module uart_tx (
    input wire clk, reset,
    input wire tx_start, baud_tick,
    input wire [7:0] tx_data,
    output reg tx_done_tick,
    output wire tx
);
    localparam [1:0] idle  = 2'b00, start = 2'b01, data  = 2'b10, stop  = 2'b11;
    reg [1:0] state_reg, state_next;
    reg [4:0] baud_reg, baud_next;
    reg [4:0] n_reg, n_next;
    reg [7:0] d_reg, d_next;
    reg tx_reg, tx_next;
    always @(posedge clk, posedge reset) begin
        if (reset)
        begin
            state_reg <= idle;
            baud_reg  <= 0;
            n_reg     <= 0;
            d_reg     <= 0;
            tx_reg    <= 1'b1;
        end
        else
        begin
            state_reg <= state_next;
            baud_reg  <= baud_next;
            n_reg     <= n_next;
            d_reg     <= d_next;
            tx_reg    <= tx_next;
        end
    end
    always @* begin
        state_next   = state_reg;
        tx_done_tick = 1'b0;
        baud_next    = baud_reg;
        n_next       = n_reg;
        d_next       = d_reg;
        tx_next      = tx_reg;
        case (state_reg)
            idle:
            begin
                tx_next = 1'b1;
                if (tx_start) begin
                    state_next = start;
                    baud_next  = 0;
                    d_next     = tx_data;
                end
            end
            start:
            begin
                tx_next = 1'b0;
                if(baud_tick)
                    baud_next = baud_reg + 1;
                else if(baud_reg == 16) begin
                    state_next = data;
                    baud_next  = 0;
                    n_next     = 0;
                end
            end
            data:
            begin
                tx_next = d_reg[0];
                if(baud_tick)
                    baud_next = baud_reg + 1;
                else if(baud_reg == 16) begin
                    d_next    = d_reg >> 1;
                    baud_next = 0;
                    n_next    = n_reg + 1;
                end
                else if(n_reg == 8)
                    state_next = stop;
            end
            stop:
            begin
                tx_next = 1'b1;
                if(baud_tick)
                    baud_next = baud_reg + 1;
                else if(baud_reg == 16) begin
                    state_next = idle;
                    tx_done_tick = 1'b1;
                end
            end
        endcase
    end
    assign tx = tx_reg;
endmodule
==> run.sh <==
#!/bin/bash
# OpenROAD 26Q1-2900-gdf79404cd8, Yosys 0.63+post, stock flow scripts
make -C /OpenROAD-flow-scripts/flow DESIGN_CONFIG=/design/flow/config.mk WORK_HOME=/design/flow/orfs finish
==> config.mk <==
export PLATFORM = sky130hd
export DESIGN_NAME = uart_tx
export DESIGN_NICKNAME = uart_tx
export VERILOG_FILES = /design/flow/design.v
export SDC_FILE = /design/flow/constraint.sdc
export NUM_CORES = 4
export LEC_CHECK = 1
export CORE_AREA = 10 10 95 95
export DIE_AREA = 0 0 105 105
export SYNTH_HDL_FRONTEND = slang
==> constraint.sdc <==
current_design uart_tx

set clk_period 3.1
set clk_io_pct 0.2

create_clock -name clk0 -period $clk_period [get_ports {clk}]

set non_clock_inputs [all_inputs -no_clocks]
set_input_delay [expr $clk_period * $clk_io_pct] -clock clk0 $non_clock_inputs
set_output_delay [expr $clk_period * $clk_io_pct] -clock clk0 [all_outputs]
==> run summary <==
outcome: finished, final reports clean
Clock Tree Root: clkbuf_8
# Cells Yosys: 112
Worst Reg-to-Reg Cells: 6
DR vias/cell: 3.98
hold_sp: d_reg[1]
Sinks on Clock Net: 23
fillers: 761
CTS Hold Bufs: 0
drt wl/cell: 10.5 um
core box area: 6910 sq um
number of global-route vias before repair: 883
Starting Density: 18.0%
max-slew violations: 0
clock latency on the worst-skew pair: 0.26 ns
RSZ-0062 raised after global routing: false
Final ANT Viol Nets: 0
CP Capture Type: output port
starting DRC count in detailed routing: 17
Largest register FFs: 8
power share of the combinational group: 5.8%
routed wire length: 2350 um
share of power burned in registers: 58.2%
leak pwr: 0.698 nW
tool warnings: 27
final setup violation count: 0
Die H: 105 um
reg2reg setup slack: 1.23 ns
Ys Warns: 0
fin crit share: 88.5%
CTS clock-pin slew for the worst setup and hold paths: 0.08 ns
internal power: 0.409 mW
worst-path fanout max: 7
slew at the pin closest to its max-slew limit: 0.721 ns
Worst EP required: 2.48 ns
final non-filler cell total: 224
startpoint types: flip-flop
worst path arrival time: 2.12 ns
post-CTS setup buffer count: 0
worst path cell trace: inv_1, ha_1, nand4bb_2, nor2_1, nand2_1, inv_1, clkdlybuf4s50_1
area grow syn2layout: 23.9%
gr usage total: 4.34%
Post-Syn Area: 1250 sq um
Port-buffer cells: 13
largest net degree at the start of global routing: 24
CTS resizes: 0
placed wire-length estimate: 1750 um
TritonCTS Buffers: 3
YS chip area: 1250 sq um
die width: 105 um
first drt pass iteration count: 4
row count: 30
CTS Buffer Depth: 2
Crit path largest cell delay: 0.47 ns
sequential share of the synthesized area: 46.4%
Post-synth regs: 23
Tmin final: 2.74 ns
layout cells sized above 1: 18.0%
CTS tree: built
kind of critical path: flip-flop to output port
maximum operating frequency: 364 MHz
pwr dens: 334 nW/um^2
Worst R2R Start: baud_reg[0]
Setup TNS Final: 0 ns
GPL Wtd Cong: 0.765
first-pass GRT wire length: 4130 um
Sw Share: 20.6%
Layout Skew: 0.000503 ns
Max-Cap Viols: 0
distinct lib cells: 37
initial antenna violation count: 0
Peak supply drop: 0.000173 V
GRT overflow: 0
worst r2r dst: d_reg[3]
Register Area: 578 sq um
Clock power frac: 36.0%
vias post-DR: 891
Remaining DRCs: 0
Hold Path Depth: 1
# diodes: 0
Fin. Hold Viols: 0
chip area: 11,000 sq um
CP most frequent cell: inv_1
sw power: 0.106 mW
Placed Cells: 220
Min-Delay Endpoint: d_reg[1]
worst hold-check path type: flip-flop to flip-flop
Avg Synthesized Cell Area: 11.1 sq um
I/O Pins: 14
CP max stage cell: clkdlybuf4s50_1
Syn Inst Count: 112
Max H-tree Level: 1
headroom to the max-slew limit: 51.9%
logic area: 629 sq um
-- critical path: cells and delay by family, from the launching register on --
family	cells	cell delay [ns]
buffers and inverters	3	0.61
and+or+nand+nor	3	0.67
DFF	1	0.42
adders and majority gates	1	0.17
-- metrics by stage --
stage | power (mW) | hold slack, ns | worst slack [ns] | instance area [sq um] | util, %
global placement | 0.337 | 0.470 | 0.486 | 1500 | 21.7
detailed placement | 0.336 | 0.475 | 0.505 | 1500 | 21.7
finish | 0.515 | 0.491 | 0.355 | 1540 | 22.4
CTS | 0.523 | 0.496 | 0.334 | 1540 | 22.4
floorplan | 0.317 | 0.456 | 1.33 | 1250 | -
global route | 0.543 | 0.512 | 0.177 | 1540 | 22.4
-- power groups by stage --
stage     Sequential (mW)  Clock [mW]  Combinational, mW
4_1_cts             0.300       0.192             0.0309
5_1_grt             0.300       0.210             0.0335
6_report            0.300       0.185             0.0299
-- cells in the mapped netlist --
cell | number | area share [%]
a32o_1 | 2 | 1.6
o21ai_2 | 1 | 0.70
o211ai_2 | 2 | 2.0
dfrtp_1 | 21 | 42
nor3b_1 | 1 | 0.60
inv_1 | 7 | 2.1
a21oi_2 | 1 | 0.70
dfstp_2 | 2 | 4.2
nor4b_1 | 1 | 0.70
a31oi_1 | 1 | 0.50
buf_2 | 1 | 0.40
o21ai_0 | 4 | 1.6
nand4bb_2 | 1 | 1.3
buf_1 | 1 | 0.30
nor2b_1 | 1 | 0.50
o2bb2ai_1 | 1 | 0.70
nor3_1 | 1 | 0.40
or2_2 | 1 | 0.50
nor2_1 | 3 | 0.90
a21oi_1 | 1 | 0.40
and3_1 | 1 | 0.50
mux2_1 | 7 | 6.3
nand2_1 | 13 | 3.9
a22o_1 | 3 | 2.1
or4_1 | 1 | 0.60
ha_1 | 4 | 4.0
a21o_1 | 4 | 2.4
mux2_2 | 8 | 7.2
and4bb_2 | 1 | 1.0
o21bai_1 | 2 | 1.2
o211ai_1 | 1 | 0.60
nand2b_1 | 3 | 1.5
a211o_1 | 1 | 0.70
clkbuf_1 | 1 | 0.30
nor4_1 | 3 | 1.5
nand3_1 | 4 | 1.6
o311ai_4 | 1 | 2.1
-- layout make-up --
cell class | instances | share of cell area (%)
clock buffers | 4 | 2.92
inverters | 7 | 1.70
multi-input cells | 79 | 40.8
flip-flops and latches | 23 | 37.4
well taps | 96 | 7.78
repair buffers | 15 | 9.40
-- layout by cell type (no fill, tap or decap), types with 4 or more instances in the layout --
cell and count:
dfrtp_1 21, mux2_2 8, mux2_1 7, inv_1 7, nand3_1 4, nand2_1 13, o21ai_0 4, a21o_1 4
ha_1 4, clkdlybuf4s50_1 13
-- worst max-delay path by stage --
| stage | endpoint | start |
|---|---|---|
| global route | tx_done_tick | baud_reg[0] |
| CTS | tx_done_tick | baud_reg[0] |
| finish | tx_done_tick | baud_reg[0] |
-- layer usage --
metal	track usage [%]	up-vias	wire, um
li1	-	444	-
met1	5.94	435	1190
met2	6.67	12	1030
met3	1.68	0	127
met4	0.196	0	0
met5	0	-	0
-- cells by family after synthesis --
logic type | share of synthesized area, %
buf+inv | 3.11
compound gates | 17.4
flops | 46.4
simple gates | 15.6
fa+ha+maj | 4.02
mux | 13.6
Power figures rest on the tool's default switching activity, not on a simulated workload.
