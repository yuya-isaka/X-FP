**flow/config.mk**
```make
export PLATFORM = sky130hd
export DESIGN_NAME = counter
export DESIGN_NICKNAME = counter
export VERILOG_FILES = /design/flow/design.v
export SDC_FILE = /design/flow/constraint.sdc
export NUM_CORES = 4
export LEC_CHECK = 1
export CORE_UTILIZATION = 30
export SYNTH_HDL_FRONTEND = slang
```
**flow/constraint.sdc**
```tcl
current_design counter

set clk_period 5.1
set clk_io_pct 0.2

create_clock -name clk0 -period $clk_period [get_ports {clk}]

set non_clock_inputs [all_inputs -no_clocks]
set_input_delay [expr $clk_period * $clk_io_pct] -clock clk0 $non_clock_inputs
set_output_delay [expr $clk_period * $clk_io_pct] -clock clk0 [all_outputs]
```
**flow/design.v**
```verilog
module counter (
    clk,
    rst,
    c1000
);
input clk, rst;
output c1000;
reg [31:0] c1000;
reg state;
always@(posedge clk or posedge rst) begin
    if(rst == 1'b1) begin
        c1000 <= 32'b0;
        state <= 1'b0;
    end
    else begin
        if(state == 1'b0) begin
            c1000 <= 32'b0;
            state <= 1'b1;
        end
        else begin
            c1000 <= c1000 + 1'b1;
        end
    end
end
endmodule
```
**flow/run.sh**
```bash
#!/bin/bash
# OpenROAD 26Q1-2900-gdf79404cd8, Yosys 0.63+post, stock flow scripts
make -C /OpenROAD-flow-scripts/flow DESIGN_CONFIG=/design/flow/config.mk WORK_HOME=/design/flow/orfs finish
```
==> impl_metrics.json <==
{
  "critical_path.max_fanout": 8,
  "worst_setup_path_end_kind": "output port",
  "post_cts.repair.setup_buffers": 0,
  "drtAntennaViolNets": 0,
  "ctsHtreeMaxLevel": 2,
  "sink_count_of_the_clock_tree": 33,
  "fp.dieArea_sq_um": 5760,
  "placedInstanceArea_sq_um": 2050,
  "rows": 26,
  "port_buffers": 33,
  "worst_clock_skew_ns": 0.00560,
  "clock_period_minus_final_worst_setup_slack_ns": 2.29,
  "drcViolationCount": 0,
  "finalSetupViolations": 0,
  "post_cts_hold_buffer_count": 0,
  "ir_drop_uv": 134,
  "netlist-cell-type-count": 22,
  "num_vias": 1448,
  "synthCells": 170,
  "die_width_um": 75.9,
  "yosysWarnings": 0,
  "placeableCoreArea_sq_um": 5170,
  "detailedRoute.firstPassIterationCount": 4,
  "timing.final.hold_violations": 0,
  "synth-seq-area-share_pct": 50.4,
  "timing_max_transition_violations_final": 0,
  "worstMarginPinSlew_ns": 0.583,
  "floorplan.die.height_um": 75.9,
  "regArea_sq_um": 826,
  "critPathMaxStageDelay_ns": 0.52,
  "synth_flops": 33,
  "grt_pass1_vias": 1353,
  "ctsLongestPathBuffers": 2,
  "hpwlAfterDp_um": 2480,
  "grt_setup_unrepaired": "no",
  "routed_via_density": 5.25,
  "ratio_of_final_minimum_period_to_clock_period_pct": 44.9,
  "cts_clock_pin_slew_for_the_worst_setup_and_hold_paths_ns": 0.06,
  "synthToLayoutAreaGrowth_pct": 30.2,
  "wl_per_cell_um": 13.9,
  "final.setup.tns_ns": 0,
  "synth-edff-count": 0,
  "insertion_delay_ns": 0.28,
  "grt_pass1_wl_um": 6680,
  "cell_at_the_root_of_the_clock_tree": "clkbuf_8",
  "cts_tree": "done",
  "timing.critical_path.buf_inv": 1,
  "antenna_violations_before_repair": 0,
  "io-pin-count": 34,
  "stdcell_area_sq_um": 2130,
  "min_path_type": "flop to flop",
  "power.density_cell_area_nw_per_um2": 227,
  "ctsResizeCount": 0,
  "crit_path_cell_trace": "clkdlybuf4s50_1",
  "insertedDiodeCount": 0,
  "p_leak_nw": 0.788,
  "syn_std_cell_area_sq_um": 1640,
  "tool_warnings": 25,
  "cp_required_ns": 4.08,
  "share_of_cells_above_drive_strength_1_pct": 3.88,
  "cts-buffers-inserted": 5,
  "grt_max_degree": 34,
  "groute.usage.overall_pct": 14.5,
  "globalRouteOverflowTotal": 0,
  "cap_viol_max_count": 0,
  "finalWeightedCongestion": 0.865,
  "ff_type": "dfrtp_1",
  "top_cell_family_by_delay_on_the_critical_path": "buffers and inverters",
  "ys_cells": 170,
  "drt_iter0_drc": 98,
  "synthesis.area_per_instance_sq_um": 9.64,
  "synth-async-reset-ratio_pct": 100,
  "max-slew-margin-rel_pct": 61.1,
  "total_of_fill_cells_in_the_finished_design": 503,
  "run_status": "complete, no violations",
  "floorplanUtilization_pct": 31.7,
  "routed_wl_um": 3820,
  "worst_setup_path_start_kind": "flop",
  "area.combinational_sq_um": 766,
  "cpMaxStageDelayCell": "clkdlybuf4s50_1",
  "ys_area_sq_um": 1640,
  "timing.critical_path.arrival_ns": 1.27,
  "criticalPathCategory": "flop to output port",
  "fmax_mhz": 437
}
[cell type report]
class / instances / share of cell area, %
Tap cell: 70 / 4.11
Timing Repair Buffer: 35 / 16.2
Multi-Input combinational cell: 125 / 35.9
Inverter: 6 / 1.06
Clock buffer: 7 / 4.05
Sequential cell: 33 / 38.7
[flip-flops by register name, summed over array words and instances (netlist names)]
register,cells
state,1
c1000,32
[where the power goes]
part	switching, mW	internal, mW	total (mW)	leakage (nW)
Sequential	0.00334	0.264	0.267	0.456
Clock	0.0922	0.107	0.199	0.0443
Combinational	0.0111	0.00653	0.0176	0.287
Total	0.107	0.378	0.484	0.788
[synth_stat cells (7+ instances only)]
cell type / count / share of area [%]
dfrtp_1: 33 / 50
a21oi_1: 18 / 5.5
nand4_1: 15 / 5.7
nor2_1: 12 / 2.7
or4_1: 12 / 5.5
o31ai_1: 11 / 5.0
nand2_1: 8 / 1.8
nand3_1: 8 / 2.4
xor2_1: 8 / 4.3
o21ai_0: 7 / 2.1
or3_1: 7 / 2.7
[cells by family after synthesis]
logic type	share of synthesized area, %
AOI/OAI and AO/OA	12.7
DFF	50.4
buffers and inverters	2.90
and+or+nand+nor	26.6
xor gates and xnor gates	6.41
other	0.229
adders and majority gates	0.763
[worst paths after layout]
path                           from         to  slack (ns)  cells past startpoint
min in group asynchronous       rst  c1000[26]        1.12                      3
min                           state   c1000[1]        0.52                      1
max                        c1000[2]   c1000[2]        2.81                      1
max reg2reg                c1000[5]  c1000[31]        2.88                      4
max in group asynchronous       rst  c1000[13]        3.67                      3
min reg2reg                   state   c1000[1]        0.52                      1
[stage by stage]
step | total power [mW] | hold slack (ns) | setup slack, ns | instances | utilization, %
finish | 0.484 | 0.522 | 2.81 | 276 | 41.2
global route | 0.506 | 0.537 | 2.74 | 276 | 41.2
CTS | 0.488 | 0.535 | 2.80 | 276 | 41.2
detailed placement | 0.290 | 0.519 | 2.93 | 269 | 39.6
global placement | 0.291 | 0.515 | 2.96 | 269 | 39.6
floorplan | 0.281 | 0.459 | 3.21 | 170 | -
[placed cells by master (no fill, tap or decap), types with 8 or more instances in the layout]
| cell type | Yosys | routed |
|---|---|---|
| a21oi_1 | 18 | 18 |
| clkdlybuf4s50_1 | 0 | 33 |
| dfrtp_1 | 33 | 33 |
| nand2_1 | 8 | 8 |
| nand3_1 | 8 | 8 |
| nand4_1 | 15 | 15 |
| nor2_1 | 12 | 12 |
| o31ai_1 | 11 | 11 |
| or4_1 | 12 | 12 |
| xor2_1 | 8 | 8 |
[metal layers]
| layer | part of all wire (%) | vias to the layer above | wire length, um | GRT usage [%] |
|---|---|---|---|---|
| met5 | 0 | - | 0 | 0 |
| met4 | 0.94 | 0 | 36 | 1.73 |
| met3 | 4.7 | 4 | 179 | 2.57 |
| met2 | 44 | 42 | 1690 | 21.2 |
| met1 | 50 | 691 | 1920 | 23.9 |
| li1 | - | 711 | - | - |
Power is estimated from default activity; no workload was simulated.
